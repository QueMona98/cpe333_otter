==> /design/flow/design.v <==
`timescale 1ns / 1ps
module CSR_HW_8(RST, INT_TAKEN, ADDR, WR_EN, PC_ADDR, WD, CLK, CSR_MIE, CSR_MEPC, CSR_MTVEC, RD);
    input RST;
    input INT_TAKEN;
    input [11:0] ADDR;
    input WR_EN;
    input [31:0] PC_ADDR, WD;
    input CLK;
    output logic CSR_MIE;
    output logic [31:0] CSR_MEPC, CSR_MTVEC, RD;
    logic [31:0]CSR[0:2];
    always_ff @ (posedge CLK) begin  
        if (RST)  
            begin 
                CSR[0] <= 1'b0;
                CSR[1] <= 1'b0;
                CSR[2] <= 1'b0;
            end
       else
        if (WR_EN) begin 
            case(ADDR)
                12'h305: begin  
                CSR[1] <= WD; 
                end
                12'h341: begin  
                CSR[0] <= PC_ADDR;
                end
                12'h304: begin  
                CSR[2][0] <= WD[0];
                end
                default:
                CSR[2] <= 1'b0;
            endcase
        end
        if (INT_TAKEN) begin  
            CSR[0] <= PC_ADDR;
            CSR[2][0] <= 1'b0;
        end
     end
   always_comb begin  
        CSR_MIE = CSR[2][0];
        CSR_MEPC = CSR[0];
        CSR_MTVEC = CSR[1];
        RD = 0;  
        case (ADDR)  
            12'h00000305: begin  
            RD = CSR[1]; end
            12'h00000341: begin  
            RD = CSR[0]; end
            12'h00000304: begin  
            RD = CSR[2][0]; end
            default: begin  
            RD = 1'b0; end
        endcase
    end
endmodule
==> /design/flow/run.sh <==
#!/bin/bash
# OpenROAD 26Q1-2900-gdf79404cd8, Yosys 0.63+post, stock flow scripts
make -C /OpenROAD-flow-scripts/flow DESIGN_CONFIG=/design/flow/config.mk WORK_HOME=/design/flow/orfs finish
==> /design/flow/config.mk <==
export PLATFORM = sky130hd
export DESIGN_NAME = CSR_HW_8
export DESIGN_NICKNAME = CSR_HW_8
export VERILOG_FILES = /design/flow/design.v
export SDC_FILE = /design/flow/constraint.sdc
export NUM_CORES = 4
export LEC_CHECK = 1
export CORE_UTILIZATION = 50
==> /design/flow/constraint.sdc <==
current_design CSR_HW_8

set clk_period 14.1
set clk_io_pct 0.2

create_clock -name clk0 -period $clk_period [get_ports {CLK}]

set non_clock_inputs [all_inputs -no_clocks]
set_input_delay [expr $clk_period * $clk_io_pct] -clock clk0 $non_clock_inputs
set_output_delay [expr $clk_period * $clk_io_pct] -clock clk0 [all_outputs]
==> deck_impl_summary.md <==
Flow Results at a Glance

Setup path
  – Cell Chain, Critical Path: clkdlybuf4s50_1 -> nor4_4 -> nand4b_2 -> nor2_2 -> buf_4 -> a22o_1 -> clkdlybuf4s50_1
  – Critical path required time: 11.28 ns
  – CP startpoint kind: primary input
  – Crit Path Class: primary input to primary output
  – Slowest CP cell: nor2_2
  – Crit-path max cell delay: 0.54 ns
  – Crit end category: primary output
  – Critical path's top delay family: buffers and inverters
  – Worst EP arrival: 5.51 ns
  – Most used cell, CP: clkdlybuf4s50_1
  – Critical path fanouts, max: 19
  – CP Buf/Inv Count: 3

Global routing
  – Gr busiest metal: met2
  – Met2 usage in global routing: 0.485
  – Initial antenna violation count: 0
  – Vias in the first global route: 2,704
  – Grt ovf: 0
  – Met1 Use GR: 0.474
  – First-pass GRT wire length: 13,800 um
  – Met3 Use GR: 0.122
  – Total track usage: 0.319
  – Largest net degree at the start of global routing: 36

Final timing
  – Fmax: 0.120 GHz
  – Worst rel slew slack: 0.423
  – Final setup fails: 0
  – Clk_skew: 0 ns
  – Fin crit period: 8.33 ns
  – Hold_ws: 0.475 ns
  – RSZ-0062 raised after global routing: no
  – Post-layout period usage: 0.591
  – Final Hold Viols: 0
  – Max-slew violation count: 0
  – Setup_tns: 0 ns
  – Worst Tran Pin Value: 0.864 ns

Logic synthesis
  – Distinct lib cells used: 27
  – Synth flops: 65
  – Synth top cells by count: nand2_1, dfxtp_1, a21oi_1, and2_1, edfxtp_1
  – Top cells by area: edfxtp_1, dfxtp_1, nand2_1
  – Share of the yosys chip area belonging to registers: 0.569
  – Async S/R FF share, synth: 0
  – Cell count after synthesis: 266
  – Cell with the most instances after synthesis: nand2_1
  – Number of synthesized flops with an enable pin: 32
  – YS chip area: 0.00285 mm2
  – Mapped cell area: 0.00285 mm2
  – Leading area contributor after synthesis: edfxtp_1
  – Mapped Avg Cell Area: 10.7 um2
  – Dominant register cell: dfxtp_1
  – Dominant cell area share: 0.337
  – Syn. warnings: 2
  – Yosys Instances: 266

Pwr
  – Gate power share: 0.116
  – Pwr Density: 90.5 mW/mm2
  – VDD IR max: 0.0896 mV
  – Sw power: 0.0863 mW
  – Sw frac: 0.197
  – P_int: 0.351 mW
  – Clock share of power: 0.394
  – Sequential power share: 0.490
  – Leakage power: 1.71 nW
  – Overall power: 0.438 mW

Route
  – Drt first pass iters: 4
  – # DRC: 0
  – Vias per Instance: 5.27
  – Vias: 2,718
  – Ant diodes: 0
  – Wire per inst: 17.2 um
  – Post-route ant nets: 0
  – DRT Wirelength: 8900 um
  – Initial DRC count: 168

Final layout
  – Design area: 0.00483 mm2
  – Largest register by flop count: CSR
  – Area Growth Syn to Fin: 69.6%
  – Final core utilization: 0.878
  – Largest register FFs: 65
  – Regs by FF count: CSR x65
  – Layout cells sized above 1: 0.115

Clock tree
  – CTS tree: yes
  – CTS resizes: 0
  – Cts hold-fix bufs: 0
  – Late-Pin Clk Latency: 0.32 ns
  – Worst-case clock buffer depth: 2
  – CTS sink count: 65
  – CTS clk-pin slew, worst paths: 0.07 ns
  – Root Buffer: clkbuf_8
  – CTS Buf Count: 9
  – Setup bufs post-CTS: 0
  – H-tree lvl count: 3

Job
  – Max-cap check violation count: 0
  – OpenROAD warnings: 26

Placed design
  – I/O Buffers: 176
  – Hpwl dp: 6010 um
  – Placed cell area: 0.00461 mm2
  – GPL Wtd Cong: 0.822

Worst hold path
  – Hold Path Class: flop to flop

Floorplan
  – FP Util: 0.518
  – Rows: 27
  – # IOs: 177
  – Core area: 0.00551 mm2
  – Chip height: 77.5 um
  – Die Size: 0.00601 mm2
  – Die X: 77.5 um

Outcome
  – Outcome: finished, final reports clean
[tightest hold or removal path, stage by stage, from the launching register on]
cell and delay (ns):
dfxtp_1 0.33, nand2_1 0.06, a21oi_1 0.05
[stage by stage]
stage | cells | worst slack [ns]
floorplan | 266 | 7.45
CTS | 516 | 5.80
finish | 516 | 5.77
detailed placement | 500 | 5.87
global placement | 500 | 5.93
global route | 516 | 5.68
[layer usage]
| layer | part of all wire | vias up |
|---|---|---|
| li1 | - | 1281 |
| met1 | 0.41 | 1264 |
| met2 | 0.47 | 162 |
| met3 | 0.11 | 11 |
| met4 | 0.012 | 0 |
| met5 | 0 | - |
[placed cells by master, fill, tap and decap left out, types with 2 or more instances in the layout]
master	instances
and4b_1	2
a22o_2	24
clkinv_2	2
dfxtp_1	33
nand2b_1	3
clkdlybuf4s50_1	176
nand2_1	65
clkbuf_8	10
a21oi_1	32
and2_1	32
a22o_1	7
edfxtp_1	32
nand4b_1	3
bufinv_16	2
buf_4	6
[logic make-up after synthesis]
group | Yosys count | share of synthesized area
AOI/OAI and AO/OA | 67 | 0.173
buffers and inverters | 20 | 0.0465
DFF | 65 | 0.569
muxes | 1 | 0.00351
and+or+nand+nor | 113 | 0.208
[path summary, 6_finish.rpt]
check	from	end	slack [ns]	depth (start not counted)
setup / recovery	ADDR[4]	RD[10]	5.77	7
setup reg to reg	CSR[2][0]$_SDFFE_PP0P_	CSR[2][0]$_SDFFE_PP0P_	13.29	3
hold / removal	CSR[1][30]$_SDFFE_PP0P_	CSR[1][30]$_SDFFE_PP0P_	0.47	2
hold reg to reg	CSR[1][30]$_SDFFE_PP0P_	CSR[1][30]$_SDFFE_PP0P_	0.47	2
[final cells by class]
class	instances	area (um2)
Tap cell	72	90.1
Clock inverter	5	78.8
Timing Repair Buffer	182	1810
Sequential cell	65	1620
Clock buffer	11	141
Multi-Input combinational cell	181	1100
Fill cell	263	672
[power by group through the flow]
stage	sequential (mW)	combinational [mW]	clock, mW
4_1_cts	0.214	0.0507	0.174
5_1_grt	0.216	0.0539	0.182
6_report	0.214	0.0506	0.173
No activity file was given, so power comes from the tool's default toggle rates.
