===== ./run.sh =====
#!/bin/bash
# OpenROAD 26Q1-2900-gdf79404cd8, Yosys 0.63+post, stock flow scripts
make -C /OpenROAD-flow-scripts/flow DESIGN_CONFIG=/design/flow/config.mk WORK_HOME=/design/flow/orfs finish

===== ./constraint.sdc =====
current_design ALU_with_MUX

set clk_period 29.8
set clk_io_pct 0.2

create_clock -name clk0 -period $clk_period

set non_clock_inputs [all_inputs -no_clocks]
set_input_delay [expr $clk_period * $clk_io_pct] -clock clk0 $non_clock_inputs
set_output_delay [expr $clk_period * $clk_io_pct] -clock clk0 [all_outputs]

===== ./design.v =====
`timescale 1ns / 1ps
module ALU_HW_4(ALU_A, ALU_B, ALU_FUN, RESULT);
    input signed [31:0] ALU_A;
    input signed [31:0] ALU_B;  
    input logic [3:0] ALU_FUN;  
    output logic [31:0] RESULT;  
   always_comb  
   begin
    case (ALU_FUN)  
        1'b0 :   RESULT = ALU_A + ALU_B;  
        4'b1000: RESULT = ALU_A - ALU_B;  
        4'b0110: RESULT = ALU_A | ALU_B;  
        4'b0111: RESULT = ALU_A & ALU_B;  
        4'b0100: RESULT = ALU_A ^ ALU_B;  
        4'b0101: RESULT = ALU_A >> ALU_B[4:0];  
        4'b0001: RESULT = ALU_A << ALU_B[4:0];  
        4'b1101: RESULT = ALU_A >>> ALU_B[4:0];  
        4'b0010: if (ALU_A < ALU_B) RESULT  = 1'b1; else RESULT = 1'b0;
        4'b0011: 
        begin  
        if ($unsigned(ALU_A) < $unsigned(ALU_B)) RESULT = 1'b1; else RESULT = 1'b0;
        end
        4'b1001: RESULT = ALU_A; 
        default: RESULT = 0;
     endcase
    end
endmodule
module ALU_MUX_srcA(alu_srcA, REG_rs1, IMM_GEN_U_Type, srcA);
    input [31:0] REG_rs1, IMM_GEN_U_Type;
    input alu_srcA;
    output logic [31:0] srcA;
    always_comb begin
        case (alu_srcA)
            1'b0: begin srcA = REG_rs1; end
            1'b1: begin srcA = IMM_GEN_U_Type; end
        endcase
    end         
endmodule
`timescale 1ns / 1ps
module ALU_MUX_srcB(REG_rs2, IMM_GEN_I_Type, IMM_GEN_S_Type, PC_OUT, alu_srcB, srcB);
    input [31:0] REG_rs2, IMM_GEN_I_Type, IMM_GEN_S_Type, PC_OUT;
    input [1:0] alu_srcB;
    output logic [31:0] srcB;
    always_comb begin
        case (alu_srcB)
            1'b0: begin srcB = REG_rs2; end
            1'b1: begin srcB = IMM_GEN_I_Type; end
            2'b10: begin srcB = IMM_GEN_S_Type; end
            2'b11: begin srcB = PC_OUT; end
        endcase
   end
endmodule
`timescale 1ns / 1ps
module ALU_with_MUX(REG_rs1, IMM_GEN_U_Type, alu_srcA, REG_rs2, IMM_GEN_I_Type, 
                    IMM_GEN_S_Type, PC_OUT, alu_srcB, alu_fun, ALU_RESULT);
    input [31:0] REG_rs1, IMM_GEN_U_Type;
    input alu_srcA;
    logic [31:0] srcA_to_ALU;
    input [31:0] REG_rs2, IMM_GEN_I_Type, IMM_GEN_S_Type, PC_OUT;
    input [1:0] alu_srcB;
    logic [31:0] srcB_to_ALU;
    input [3:0] alu_fun;
    output logic [31:0] ALU_RESULT;
    ALU_MUX_srcA MUX_A (.REG_rs1(REG_rs1), .IMM_GEN_U_Type(IMM_GEN_U_Type), 
                        .alu_srcA(alu_srcA), .srcA(srcA_to_ALU));
    ALU_MUX_srcB MUX_B (.REG_rs2(REG_rs2), .IMM_GEN_I_Type(IMM_GEN_I_Type), 
                        .IMM_GEN_S_Type(IMM_GEN_S_Type), .PC_OUT(PC_OUT),
                        .alu_srcB(alu_srcB), .srcB(srcB_to_ALU));
    ALU_HW_4 ALU_with_MUXes (.ALU_A(srcA_to_ALU), .ALU_B(srcB_to_ALU), .ALU_FUN(alu_fun),
                        .RESULT(ALU_RESULT));
endmodule

===== ./config.mk =====
export PLATFORM = sky130hd
export DESIGN_NAME = ALU_with_MUX
export DESIGN_NICKNAME = ALU_with_MUX
export VERILOG_FILES = /design/flow/design.v
export SDC_FILE = /design/flow/constraint.sdc
export NUM_CORES = 4
export LEC_CHECK = 1
export CORE_UTILIZATION = 40

==> flow_metrics.py <==
# Physical implementation metrics
metrics = {
    "final_layout": {
        "area.growth.synth_to_final_pct": 25.02,
        "clockBufferCount": 0,
        "final_core_util_pct": 51.65,
        "post_layout_nonfiller_instances": 1915,
        "regArea_um2": 0,
        "numSequentialCells": 0,
        "share_of_final_layout_standard_cells_stronger_than_drive_strength_1_pct": 7.519,
    },
    "worst_setup_path": {
        "timing.critical_path.required_ns": 23.84,
        "criticalPathCategory": "in2out",
        "critPathMaxStageDelay_ns": 0.74,
        "cp_max_fo": 62,
        "arrival_ns": 11.47,
        "sort_of_element_at_the_start_of_the_critical_path": "input pin",
        "timing.critical_path.slowest_stage_cell": "a2111oi_1",
        "timing.critical_path.to_type": "output pin",
        "path_cells": "buf_2 -> buf_4 -> mux2i_1 -> mux2i_4 -> buf_4 -> clkinv_1 -> ha_1 -> o21bai_1 -> a2111oi_1 -> o211ai_1 -> a2bb2oi_1 -> nor2b_1 -> o31ai_1 -> a311o_1 -> mux2i_1 -> nand4b_1 -> clkdlybuf4s50_1",
    },
    "floorplanning": {
        "die_width_um": 158.6,
        "top_level_ports": 231,
        "chip_area_mm2": 0.02516,
        "fp_util_pct": 41.31,
        "die.size.y_um": 158.6,
        "core_area_mm2": 0.02375,
        "num_rows": 56,
    },
    "route": {
        "route.detailed.wl_per_inst_um": 24.62,
        "viasPerCell": 6.446,
        "drt-pass1-iter-count": 5,
        "route.final.wire_length_um": 47160,
        "first_iter_violations": 1667,
        "drt_drc_violations_left": 0,
        "routed-wl-met2_um": 19680,
        "detail_route.wirelength.met1_um": 21210,
        "vias": 12350,
        "routed-wl-met3_um": 4989,
        "dr.max_layer_used": "met4",
        "diodes": 0,
        "antenna_left": 0,
    },
    "pwr": {
        "pwr_density_cell_mw_per_mm2": 27.74,
        "cellLeakagePower_nw": 5.102,
        "ir_drop_v": 0.00001512,
    },
    "final_timing": {
        "finalSetupViolCount": 0,
        "max_fclk_mhz": 57.37,
        "endpoints_failing_hold": 0,
        "post-route-min-period_ns": 17.43,
        "slew_headroom_pct": 40.22,
        "report.final.slew_viol_count": 0,
        "grt_setup_unrepaired": "no",
        "min_period_over_period_pct": 58.49,
        "max_slew.worst_pin.slew_ns": 0.8873,
        "fin_tns_setup_ns": 0,
    },
    "placed_design": {
        "gp_routability_congestion": 1.061,
        "io_buffers": 231,
        "place_hpwl_um": 37680,
        "numPlacedInstances": 1915,
    },
    "yosys": {
        "synth.cellmix.simpleShare_pct": 19.48,
        "synth.cell_area_mm2": 0.009813,
        "synth-adder-area-share_pct": 13.29,
        "yosys_area_mm2": 0.009813,
        "synth.largest_area_cell": "ha_1",
        "ys_sh_mux_pct": 22.07,
        "synthAoiAreaFrac_pct": 34.97,
        "top_count_cell_post_synth": "nor2_1",
        "share_of_yosys_cell_area_claimed_by_the_top_area_cell_type_pct": 12.88,
        "netlist_top_cells_count": "nor2_1, a21oi_1, mux2i_1",
        "ys_warn_count": 3,
        "synth_cell_types": 95,
        "synth.area.top_cells": "ha_1, mux2i_1, a21oi_1",
        "postSynthAreaPerCell_um2": 6.772,
        "synthXorXnorAreaFrac_pct": 1.339,
        "synth.yosys.seq_area_share_pct": 0,
        "yosys_cells": 1449,
        "synthCells": 1449,
        "synth.logic.top_family": "AND-OR/OR-AND gates",
    },
    "clock_network": {
        "post-cts-setup-buffer-count": 0,
        "post_cts_resized": 0,
        "cts_hold_repair.buffers": 0,
    },
    "global_routing": {
        "grt_max_degree": 63,
        "grt_antenna_before_repair": 0,
        "first_pass_grt_wire_length_um": 70020,
        "grt_overflow": 0,
        "first_global_vias": 11170,
        "grt_util_all_layers_pct": 38.02,
    },
    "status": {
        "status": "complete, no violations",
    },
    "worst_hold_path": {
        "worst_hold_path_type": "in2out",
        "min_path_cells": 5,
    },
    "flow_run": {
        "tool_warnings": 101,
        "drv.max_cap_violation_count": 0,
    },
}
[path summary, 6_finish.rpt]
check	start	end
setup / recovery	alu_srcB[0]	ALU_RESULT[26]
hold / removal	alu_fun[1]	ALU_RESULT[0]
[final cells by class]
| type | instances | area (µm²) |
|---|---|---|
| Fill cell | 2391 | 11480 |
| Tap cell | 319 | 399.1 |
| Timing Repair Buffer | 262 | 2530 |
| Multi-Input combinational cell | 1239 | 8982 |
| Inverter | 95 | 356.6 |
[report_power, final]
part	switching, mW	internal, mW
clock network	0	0
registers	0	0
logic	0.201	0.139
[layout by cell type, fill, tap and decap left out, drive strengths merged, types with 7 or more instances in the layout]
master and count:
nand2 106, o32ai 7, o21ai 104, and3 8, nor3 40, nand2b 10, a211o 7, mux2i 121
a221o 7, or3 8, clkdlybuf4s50 228, nand3 21, o21bai 11, o2111ai 9, a31oi 14, inv 92
a221oi 13, a22oi 19, a211oi 33, ha 101, and2 11, nor2 181, o211ai 22, o221ai 14
a21oi 156, o22ai 30, xnor2 11, a222oi 10, mux4 28, mux2 27, nor2b 12, a21o 11
buf 34
[metal layers]
| metal | vias up | global-route usage, % |
|---|---|---|
| li1 | 5728 | - |
| met5 | - | 0 |
| met4 | 0 | 8.104 |
| met3 | 87 | 6.511 |
| met1 | 5757 | 58.26 |
| met2 | 773 | 55.35 |
[cells by family after synthesis]
logic type      Yosys count
fa+ha+maj               103
simple gates            425
xor+xnor                 15
compound gates          520
buf+inv                 210
mux                     176
[worst max-delay path, delay by kind of cell]
family	cells	cell delay (ns)
AND-OR/OR-AND	6	2.09
buffers and inverters	5	1.79
multiplexers	3	0.58
AND/OR/NAND/NOR	2	0.49
adder cells (fa/ha/maj)	1	0.48
[stage by stage]
| step | setup slack, ns | hold slack [ns] | total power, mW | instance area (µm²) |
|---|---|---|---|---|
| after CTS | 12.56 | 13.15 | 0.3312 | 12270 |
| final | 12.37 | 13.16 | 0.3403 | 12270 |
| after global placement | 12.67 | 13.14 | 0.3305 | 12270 |
| after detailed placement | 12.59 | 13.14 | 0.3297 | 12270 |
| after global routing | 12.11 | 13.18 | 0.3654 | 12270 |
| after floorplan | 13.74 | 12.07 | 0.2128 | 9813 |
No activity file was given, so power comes from the tool's default toggle rates.
