$ cat flow/design.v
`timescale 1ns / 1ps
module Reg_File_with_MUX(ALU_OUT, MEM_DOUT_2, CSR_RD, PC_4_OUT, RF_WR_SEL,
                         CLOCK, regWrite, input_reg, RF_RS1, RF_RS2);
    input [31:0] ALU_OUT, MEM_DOUT_2, CSR_RD, PC_4_OUT;
    input [1:0] RF_WR_SEL;
    input CLOCK;  
    input regWrite;  
    input [31:0] input_reg;  
    output logic [31:0] RF_RS1; 
    output logic [31:0] RF_RS2;  
    logic [31:0] Mux_to_RegFile;
    Reg_file_MUX Mux (.ALU_OUT(ALU_OUT), .MEM_DOUT_2(MEM_DOUT_2), .CSR_RD(CSR_RD),
    .PC_OUT(PC_4_OUT), .RF_WR_SEL(RF_WR_SEL), .MUX_OUT(Mux_to_RegFile));
    Register_File_HW_3 RegFile (.CLOCK(CLOCK), .WD(Mux_to_RegFile), .ENABLE(regWrite),
    .input_reg(input_reg), .RF_RS1(RF_RS1), .RF_RS2(RF_RS2));
endmodule
`timescale 1ns / 1ps
module Reg_file_MUX(ALU_OUT, MEM_DOUT_2, CSR_RD, PC_OUT, RF_WR_SEL, MUX_OUT);
    input [31:0] ALU_OUT, MEM_DOUT_2, CSR_RD, PC_OUT;
    input [1:0] RF_WR_SEL;
    output logic [31:0] MUX_OUT;
    always_comb begin
        case (RF_WR_SEL)
            2'b00: begin MUX_OUT = PC_OUT; end 
            2'b01: begin MUX_OUT = CSR_RD ; end 
            2'b10: begin MUX_OUT = MEM_DOUT_2 ; end 
            2'b11: begin MUX_OUT = ALU_OUT ; end 
        endcase
    end
endmodule
`timescale 1ns / 1ps
module Register_File_HW_3(CLOCK, WD, ENABLE, input_reg, RF_RS1, RF_RS2);
    input CLOCK;  
    input [31:0] WD;  
    input ENABLE;  
    input [31:0] input_reg;  
    output logic [31:0] RF_RS1; 
    output logic [31:0] RF_RS2;  
    logic [31:0]RAM[0:31];  
    logic [4:0] adr1, adr2, wa;  
  initial begin
  int i;
  for (i=0; i<32; i=i+1) begin
    RAM[i] = 0;
  end
end
   always_comb begin
    adr1 = input_reg[19:15];  
    adr2 = input_reg[24:20];  
    wa = input_reg[11:7];  
    RF_RS1 = RAM[adr1]; 
    RF_RS2 = RAM[adr2];
  end
always_ff @ (posedge CLOCK)
    begin
       if(ENABLE)  
       begin
            RAM[wa] <= WD;
       end       
       RAM[0] <= 32'h00;
    end
endmodule
$ cat flow/run.sh
#!/bin/bash
# OpenROAD 26Q1-2900-gdf79404cd8, Yosys 0.63+post, stock flow scripts
make -C /OpenROAD-flow-scripts/flow DESIGN_CONFIG=/design/flow/config.mk WORK_HOME=/design/flow/orfs finish
$ cat flow/config.mk
export PLATFORM = sky130hd
export DESIGN_NAME = Reg_File_with_MUX
export DESIGN_NICKNAME = Reg_File_with_MUX
export VERILOG_FILES = /design/flow/design.v
export SDC_FILE = /design/flow/constraint.sdc
export NUM_CORES = 4
export LEC_CHECK = 1
export CORE_UTILIZATION = 30
$ cat flow/constraint.sdc
current_design Reg_File_with_MUX

set clk_period 9.2
set clk_io_pct 0.2

create_clock -name clk0 -period $clk_period [get_ports {CLOCK}]

set non_clock_inputs [all_inputs -no_clocks]
set_input_delay [expr $clk_period * $clk_io_pct] -clock clk0 $non_clock_inputs
set_output_delay [expr $clk_period * $clk_io_pct] -clock clk0 [all_outputs]
==> results.json <==
{
  "final_layout_size_suffix_gt1_share_pct": 27.84,
  "dieArea_sq_um": 158000,
  "timing.critical_path.arrival_ns": 5.56,
  "vdd_drop_max_mv": 0.1450,
  "vias_per_cell": 5.530,
  "timing.fmax_mhz": 135.2,
  "cts_tree": "yes",
  "postRouteWirelength_mm": 137.7,
  "netlist.top_cell.by_area": "sky130_fd_sc_hd__edfxtp_1",
  "most_common_cell": "sky130_fd_sc_hd__edfxtp_1",
  "grt_pass1_wl_mm": 197.7,
  "run_status": "completed",
  "via_count_of_the_first_global_routing_pass": 28760,
  "critical_path_peak_fanout": 51,
  "top_cell_area_share_pct": 63.48,
  "remaining_drc_errors": 0,
  "final.setup.tns_ns": 0,
  "worstSetupStartpointType": "input port",
  "drtPass1Iterations": 5,
  "grt_util_all_layers_pct": 18.79,
  "mappedNetlistArea_sq_um": 46930,
  "yosys-top-cells-area": "sky130_fd_sc_hd__edfxtp_1 (63%), sky130_fd_sc_hd__mux4_2 (20%), sky130_fd_sc_hd__mux2i_1 (4.1%)",
  "max_flop_register": "RegFile.RAM",
  "synth_cell_type_count": 24,
  "timing.critical_path.from": "input_reg[17]",
  "postSynthSeqShare_pct": 63.48,
  "die_height_microns": 397.5,
  "areaGrowthSynthToFinish_pct": 16.31,
  "design.portCount": 228,
  "finalMaxSlewViolations": 0,
  "synthFlopType": "sky130_fd_sc_hd__edfxtp_1",
  "cap_viol_max_count": 0,
  "route.antenna.diode_count": 0,
  "power_density_nw_per_um2": 183.3,
  "most_congested_layer_reported_by_global_routing": "met2",
  "cts_htree_levels": 3,
  "cp_data_required_time_ns": 7.36,
  "core_area_sq_um": 154600,
  "finalCritPeriodShare_pct": 80.38,
  "flip_flop_and_latch_count_after_synthesis": 992,
  "rows": 144,
  "max_slew.worst_pin.slew_ns": 1.044,
  "grt_start_max_net_pins": 83,
  "wl_per_cell_microns": 28.93,
  "hold_buffers": 0,
  "gp_congestion": 0.8313,
  "gr-usage-met3_pct": 13.75,
  "crit_path_end_kind": "output port",
  "core_util_floorplan_pct": 30.35,
  "portBuffers": 210,
  "met1_usage_pct": 20.91,
  "rsz_0062_raised_after_global_routing": "no",
  "via_count": 26320,
  "synth.yosys.warnings": 2,
  "timing.max_slew.rel_slack_pct": 29.82,
  "worst_setup_hold_path_clk_slew_ns": 0.06,
  "postSynth.asyncResetShare_pct": 0,
  "report.final.setup_viol": 0,
  "synthesis.area_per_instance_sq_um": 19.13,
  "ctsResizeCount": 0,
  "grt_overflow_total": 0,
  "postCtsSetupRepairBufs": 0,
  "hold_crit_path_type": "input port to flop",
  "yosysCellCount": 2453,
  "ys_area_sq_um": 46930,
  "hold_start": "input_reg[9]",
  "horizontal_die_dimension_microns": 397.5,
  "endpoint": "RF_RS1[29]",
  "worstSetupPathType": "input port to output port",
  "edf_count": 992,
  "biggestRegsByFlops": "RegFile.RAM x992",
  "synth.top_cells.by_count": "sky130_fd_sc_hd__edfxtp_1 (992), sky130_fd_sc_hd__mux4_2 (416), sky130_fd_sc_hd__mux2i_1 (194)",
  "hold_slack_ns": 2.416,
  "ant_nets": 0,
  "post_synth_inst_count": 2453,
  "grt.met2_usage_pct": 28.61,
  "finalCriticalPeriod_ns": 7.395,
  "drt_iter0_drc": 1488,
  "hold_viol_final": 0,
  "grt_antenna_before_repair": 3,
  "cts-buffers-inserted": 98,
  "number_of_clock_sinks": 992,
  "hpwl_detailed_mm": 79.48,
  "power.leakage_nw": 17.19,
  "clock_tree.buffer_depth": 3,
  "clock_tree_root_buffer_cell": "sky130_fd_sc_hd__clkbuf_16",
  "openroad.warnings": 42,
  "largest_register_ffs": 992,
  "report.power.total_mw": 10.00
}
[kinds of logic (layout without fill, tap and decap cells)]
family / Yosys count / in the layout / share of synthesized area [%]
flops: 992 / 992 / 63.48
compound gates: 447 / 447 / 7.149
buf+inv: 218 / 481 / 2.293
simple gates: 123 / 123 / 1.461
mux: 673 / 673 / 25.62
[layer usage]
layer  routed length (microns)  vias up
met3                     22300      239
met4                      4866       10
met5                       226        -
met2                     66060     1733
li1                          -    11030
met1                     44260    13310
[stage by stage]
stage                     worst slack (ns)  std cells  util, %  instance area [sq um]
after CTS                            1.804       4760    35.31                  54580
after global routing                 1.681       4760    35.31                  54580
after floorplan                      4.070       2453        -                  46930
after global placement               1.819       4586    33.38                  51600
final                                1.805       4760    35.31                  54580
after detailed placement             1.802       4586    33.38                  51600
[power by group]
part / internal, mW / switching, mW / total (mW) / leakage, nW
Combinational: 0.459 / 0.621 / 1.08 / 6.80
Sequential: 5.11 / 0.0210 / 5.13 / 8.94
Clock: 2.14 / 1.66 / 3.79 / 1.45
[cells in the final DEF (no fill, tap or decap), types with 95 or more instances in the layout]
cell type / synthesis / routed
sky130_fd_sc_hd__mux2i_1: 194 / 194
sky130_fd_sc_hd__edfxtp_1: 992 / 992
sky130_fd_sc_hd__a22o_1: 191 / 191
sky130_fd_sc_hd__clkdlybuf4s50_1: 0 / 199
sky130_fd_sc_hd__clkbuf_16: 0 / 101
sky130_fd_sc_hd__buf_4: 23 / 95
sky130_fd_sc_hd__mux4_2: 416 / 416
[worst max-delay path, stage by stage]
cell and delay, ns:
sky130_fd_sc_hd__buf_8 0.39, sky130_fd_sc_hd__buf_4 0.63, sky130_fd_sc_hd__buf_4 0.69, sky130_fd_sc_hd__mux4_2 0.34, sky130_fd_sc_hd__mux2i_1 0.07, sky130_fd_sc_hd__and2_1 0.18
sky130_fd_sc_hd__o31ai_1 0.72, sky130_fd_sc_hd__clkdlybuf4s50_1 0.62
[cell type report]
cell class              count  area (sq um)
inverters                   2         7.507
fillers                 14170        100000
flip-flops and latches    992         29790
repair buffers            305          2890
clock buffers             125          2618
clock inverters            49         355.3
well taps                2044          2557
multi-input cells        1243         16360
[worst min-delay path by stage]
stage / endpoint / slack (ns) / cells after the start
6_report: RegFile.RAM[17][9] / 2.42 / 3
4_1_cts: RegFile.RAM[17][9] / 2.38 / 3
5_1_grt: RegFile.RAM[17][9] / 2.48 / 4
Power is estimated from default activity; no workload was simulated.
